File: ./run.sh
#!/bin/bash
# OpenROAD 26Q1-2900-gdf79404cd8, Yosys 0.63+post, stock flow scripts
make -C /OpenROAD-flow-scripts/flow DESIGN_CONFIG=/design/flow/config.mk WORK_HOME=/design/flow/orfs finish
File: ./config.mk
export PLATFORM = sky130hd
export DESIGN_NAME = ALU
export DESIGN_NICKNAME = ALU
export VERILOG_FILES = /design/flow/design.v
export SDC_FILE = /design/flow/constraint.sdc
export NUM_CORES = 4
export LEC_CHECK = 1
export CORE_AREA = 10 10 70 70
export DIE_AREA = 0 0 80 80
File: ./constraint.sdc
current_design ALU

set clk_period 2.8
set clk_io_pct 0.2

create_clock -name clk0 -period $clk_period

set non_clock_inputs [all_inputs -no_clocks]
set_input_delay [expr $clk_period * $clk_io_pct] -clock clk0 $non_clock_inputs
set_output_delay [expr $clk_period * $clk_io_pct] -clock clk0 [all_outputs]
File: ./design.v
module bit1mux4x1(
    input I0,
    input I1,
    input I2,
    input I3,
    input [1:0] sel,
    output out);
    wire T0, T1, T2, T3;
    and (T0, I0, ~sel[0], ~sel[1]);
    and (T1, I1, sel[0], ~sel[1]);
    and (T2, I2, ~sel[0], sel[1]);
    and (T3, I3, sel[0], sel[1]);
    or (out, T0, T1, T2, T3);
endmodule
module FullAdder(input A, input B, input cin, output S, output cout);
    wire xor_result, first_and_result;
    xor (xor_result, A, B);
    and (first_and_result, A, B);
    wire second_and_result;
    xor (S, xor_result, cin);
    and (second_and_result, xor_result, cin);
    or (cout, second_and_result, first_and_result);
endmodule
module ArithmeticCircuit(
    input [3:0] A,
    input [3:0] B,
    input [1:0] sel,
    input cin,
    output [3:0] result,
    output cout);
    wire mux0_result;
    bit1mux4x1 mux0(B[0], ~B[0], 1'b0, 1'b1, sel, mux0_result);
    wire cout0;
    FullAdder f0(A[0], mux0_result, cin, result[0], cout0);
    wire mux1_result;
    bit1mux4x1 mux1(B[1], ~B[1], 1'b0, 1'b1, sel, mux1_result);
    wire cout1;
    FullAdder f1(A[1], mux1_result, cout0, result[1], cout1);
    wire mux2_result;
    bit1mux4x1 mux2(B[2], ~B[2], 1'b0, 1'b1, sel, mux2_result);
    wire cout2;
    FullAdder f2(A[2], mux2_result, cout1, result[2], cout2);
    wire mux3_result;
    bit1mux4x1 mux3(B[3], ~B[3], 1'b0, 1'b1, sel, mux3_result);
    FullAdder f3(A[3], mux3_result, cout2, result[3], cout);
endmodule
module bit4mux4x1(
    input [3:0] I0,
    input [3:0] I1,
    input [3:0] I2,
    input [3:0] I3,
    input [1:0] sel,
    output reg [3:0] out);
    always @ (I0 or I1 or I2 or I3 or sel) begin
        case (sel)
            2'b00 : out <= I0;
            2'b01 : out <= I1;
            2'b10 : out <= I2;
            2'b11 : out <= I3;
        endcase
    end
endmodule
module LogicCircuit (input [3:0] A, input [3:0] B, input [1:0] sel, output [3:0] result);
    wire [3:0] and_result;
    assign and_result = A && B;
    wire [3:0] or_result;
    assign or_result = A || B;
    wire [3:0] xor_result;
    assign xor_result = A ^ B;
    wire [3:0] not_result;
    assign not_result = !A;
    bit4mux4x1 mux(and_result, or_result, xor_result, not_result, sel, result);
endmodule
module mux2x1(input I0, input I1, input S,output out);
    wire w0, w1;
    and (w0, I0, ~S);
    and (w1, I1, S);
    or (out, w0, w1);
endmodule
module ShiftUnit(input [3:0] A, input IR, input IL, input sel, output [3:0] result);
    mux2x1 mux0(IR, A[1], sel, result[0]);
    mux2x1 mux1(A[0], A[2], sel, result[1]);
    mux2x1 mux2(A[1], A[3], sel, result[2]);
    mux2x1 mux3(A[2], IL, sel, result[3]);
endmodule
module ALU(
    input [3:0] A,
    input [3:0] B,
    input [1:0] main_sel,
    input [1:0] sub_sel,
    input cin,
    output [3:0] result);
    wire [3:0] AC_result;
    wire cout;
    ArithmeticCircuit ac(A, B, sub_sel, cin, AC_result, cout);
    wire [3:0] LC_result;
    LogicCircuit lc(.A(A), .B(B), .sel(sub_sel), .result(LC_result));
    wire [3:0] SHR_result;
    ShiftUnit shr(A, 1'b0, 1'b0, 1'b0, SHR_result);
    wire [3:0] SHL_result;
    ShiftUnit shl(A, 1'b0, 1'b0, 1'b1, SHL_result);
    bit4mux4x1 mux(.I0(AC_result), .I1(LC_result), .I2(SHR_result), .I3(SHL_result), .sel(main_sel), .out(result));
endmodule
==> run notes <==
impl run done, here's what came out: yosys warns=1, share of cells above drive strength 1=0.476, max-slew violation count=0, DRT antenna net count=0, vias=420, pin count of the biggest net entering global routing=7, die width=roughly 80 µm, top cells, area=fa_1, xnor2_1, xor2_1, a21oi_1, nand2b_1, leading area contributor after synthesis=fa_1, tool warnings=35, DRT iter0 DRCs=5, Die ar.=between 6000 and 7000 µm², final hold vios=0, nature of the critical path startpoint=primary input, fp_density=0.110, worst hold path class=in -> out, Crit. Startpoint=B[0], Rel. slew slack=0.803, CP Data Required Time=~2200 ps, Pwr Total=around 120 µW, Syn Std Cell Area=around 380 µm², Post-CTS Hold Fix Bufs=0, clock buffers=0, vias per cell=roughly 3.3, drt total wl=~1.2 mm, crit path DAT=around 2500 ps, Chip Height=approximately 80 µm, Syn Area/Cell=around 7.7 µm², Achievable Freq=approximately 0.33 GHz, Max Cap Viol=0, ys cells=roughly 49, Gate Area=between 300 and 400 µm², cycle use final=1.10, PwrDens=161 nW/µm², Total GRT Usage=0.0371, leak pwr=between 0.0003 and 0.0004 µW, synth-to-layout area growth=101%, Register Area=0 µm², clock period minus worst slack=3070 ps, worst-path maximum fanout=2, # port buffers=17, Setup CP Type=in -> out, status=finished with violations, initial antenna violation count=0, drt drc=0, # setup viols final=2, Core Area=approximately 3400 µm², GR Overflow Total=0, Synth Instances=just under 50, Final GP Congestion=0.811, CP endpoint kind=primary output, First-pass DRT Iterations=4, violated checks=negative setup slack, area share, top type=0.160, min-delay src=A[2], num rows=21, FF+latch count=0, RSZ-0062 raised after global routing=true, Chip Area, Yosys=about 380 µm², setup slack after layout=-271 ps, post-layout util=0.221, Seq share, synth=0, Worst IR Drop VDD=around 0.037 mV, first-pass GRT wire length=1.97 mm, vias in the first global route=~450, Slew @ Worst Pin=approximately 290 ps, FILL cells=383, post-synth cell types=20, # diodes=0, IO Pins=17, Routed wire per std cell=9.52 µm
[cell type report]
class / instances / share of cell area
Tap cell: 46 / 0.0762
Timing Repair Buffer: 35 / 0.381
Inverter: 4 / 0.0199
Multi-Input combinational cell: 43 / 0.523
[repair_timing]
| action | 4_1_cts | 5_1_grt |
|---|---|---|
| setup buffers | 3 | 1 |
| setup endpoints to repair | 4 | 3 |
| pin swaps | 12 | 11 |
| resized | 30 | 5 |
[cell usage after synthesis]
library cell / number
a2bb2oi_1: 2
inv_1: 4
xnor2_1: 6
o31ai_1: 1
fa_1: 3
nand2_2: 1
buf_2: 2
a31oi_1: 1
a21oi_1: 5
nand2_1: 3
nor4_4: 1
nor2_1: 4
nor2b_1: 3
nor3_1: 1
o31ai_2: 1
a211oi_2: 1
nand2b_1: 4
o22ai_1: 1
xor2_1: 4
nor4_2: 1
[stage by stage]
step / instance area, µm² / worst slack, ps / std cells / hold WS (ps) / setup TNS [ps]
after floorplan: 393 / -6.39 / 49 / 1150 / -6.39
after global placement: 713 / -1070 / 124 / 2230 / -2840
after detailed placement: 713 / -1110 / 124 / 2230 / -2910
after CTS: 736 / -492 / 127 / 1820 / -715
after global routing: 756 / -352 / 128 / 1760 / -444
final: 756 / -271 / 128 / 1700 / -326
[critical path: stages]
cell,delay [ps]
buf_6,90
nor2b_4,120
xnor2_2,130
fa_2,340
fa_2,350
fa_2,360
xnor2_2,140
xnor2_1,130
o31ai_2,160
buf_2,120
[kinds of logic after synthesis]
group,after synthesis,synth area share
AND/OR/NAND/NOR,18,0.307
AND-OR/OR-AND,12,0.233
XOR/XNOR,10,0.233
buffers and inverters,6,0.0667
adder cells (fa/ha/maj),3,0.160
[per-layer routing]
metal | track usage | share of wire | wire length (µm) | vias up
met5 | 0 | 0 | 0 | -
met4 | 0 | 0 | 0 | 0
met3 | 0.0159 | 0.11 | 135 | 0
met2 | 0.0634 | 0.46 | 562 | 9
met1 | 0.0447 | 0.43 | 520 | 179
li1 | - | - | - | 232
[power by group]
group          leakage (µW)  switching (µW)  total [µW]  internal (µW)
sequential                0               0           0              0
combinational      0.000320            50.6         122           71.0
clock                     0               0           0              0
[worst paths after layout]
kind                        end  slack [ps]  cells after the start
worst min-delay path  result[3]        1700                      7
worst max-delay path  result[3]        -270                     10
[placed cells by master (no fill, tap or decap)]
master	n
xnor2_1	4
fa_2	3
a2bb2oi_1	2
nand2b_1	4
a211oi_2	1
clkdlybuf4s15_1	1
buf_4	17
dlygate4sd2_1	4
buf_6	2
o31ai_2	2
inv_2	1
nor2b_4	1
inv_1	3
nand2_1	3
a21oi_1	3
nor4_4	1
clkdlybuf4s50_1	6
nor2_1	4
nor4_2	1
nor3_1	1
nor2b_2	1
xnor2_2	2
a21oi_2	2
o22ai_1	1
nand2_2	1
a31oi_1	1
buf_2	4
dlymetal6s2s_1	1
nor2b_1	1
xor2_1	4
Power figures rest on the tool's default switching activity, not on a simulated workload.
