<file path="./run.sh">
#!/bin/bash
# OpenROAD 26Q1-2900-gdf79404cd8, Yosys 0.63+post, stock flow scripts
make -C /OpenROAD-flow-scripts/flow DESIGN_CONFIG=/design/flow/config.mk WORK_HOME=/design/flow/orfs finish
</file>
<file path="./config.mk">
export PLATFORM = sky130hd
export DESIGN_NAME = pipeline
export DESIGN_NICKNAME = pipeline
export VERILOG_FILES = /design/flow/design.v
export SDC_FILE = /design/flow/constraint.sdc
export NUM_CORES = 4
export LEC_CHECK = 1
export CORE_UTILIZATION = 50
</file>
<file path="./constraint.sdc">
current_design pipeline

set clk_period 22.2
set clk_io_pct 0.2

create_clock -name clk0 -period $clk_period [get_ports {clk}]

set non_clock_inputs [all_inputs -no_clocks]
set_input_delay [expr $clk_period * $clk_io_pct] -clock clk0 $non_clock_inputs
set_output_delay [expr $clk_period * $clk_io_pct] -clock clk0 [all_outputs]
</file>
<file path="./design.v">
module exponent_subtractor(input [7:0] first_ex, input [7:0] second_ex, output [7:0] max_ex, output [7:0] ex_subtract, output p_is_greater);
    assign max_ex = first_ex > second_ex ? first_ex : second_ex;
    assign ex_subtract = first_ex > second_ex ? first_ex - second_ex : second_ex - first_ex;
    assign p_is_greater = first_ex > second_ex;
endmodule
module add_leading_one(input [22:0] my_number, output reg [23:0] result);
  always @(*) begin
    result = {1'b1, my_number};  
  end
endmodule
module mantissa_selector(input [22:0] first_man, input [22:0] second_man, input p_is_greater, output [23:0] min_man, output [23:0] max_man);
    wire [23:0] first, second;
    add_leading_one f(first_man, first);
    add_leading_one s(second_man, second);
    assign max_man = p_is_greater ? first : second;
    assign min_man = p_is_greater ? second : first;
endmodule
module right_shifter(input [23:0] num, input [7:0] amount, output [23:0] shifter_out);
    assign shifter_out = num >> amount;
endmodule
module dff_23bit(input clk, input rst, input [22:0] d, output reg [22:0] out);
    always @(posedge clk) begin
        if (rst) begin
            out <= 0;
        end else begin
            out <= d;
        end
    end
endmodule
module dff_24bit(input clk, input rst, input [23:0] d, output reg [23:0] out);
    always @(posedge clk) begin
        if (rst) begin
            out <= 0;
        end else begin
            out <= d;
        end
    end
endmodule
module dff_8bit(input clk, input rst, input [7:0] d, output reg [7:0] out);
    always @(posedge clk) begin
        if (rst) begin
            out <= 0;
        end else begin
            out <= d;
        end
    end
endmodule
module dff_1bit(input clk, input rst, input d, output reg out);
    always @(posedge clk) begin
        if (rst) begin
            out <= 0;
        end else begin
            out <= d;
        end
    end
endmodule
module first_stage(
    input clk,
    input rst,
    input [22:0] a,
    input [7:0] p,
    input [22:0] b,
    input [7:0] q,
    output [7:0] max_exponent_out,
    output [23:0] max_mantissa_out,
    output [23:0] shifted_mantissa_out
);
    wire [7:0] exponent_subtract;
    wire p_is_greater;
    wire [7:0] max_exponent;
    exponent_subtractor ex_sub(p, q, max_exponent, exponent_subtract, p_is_greater);
    wire [23:0] min_mantissa;
    wire [23:0] max_mantissa;
    mantissa_selector man_sel(a, b, p_is_greater, min_mantissa, max_mantissa);
    wire [23:0] shifted_mantissa;
    right_shifter shifter(min_mantissa, exponent_subtract, shifted_mantissa);
    dff_8bit max_ex(clk, rst, max_exponent, max_exponent_out);
    dff_24bit max_mnt(clk, rst, max_mantissa, max_mantissa_out);
    dff_24bit shift_mnt(clk, rst, shifted_mantissa, shifted_mantissa_out);
endmodule
module adder (
    input [23:0] a,
    input [23:0] b,
    input m,
    output [23:0] sum,
    output carry
);
    reg [23:0] sum;
    reg carry;
    always @* begin
        {carry, sum} = m ? a - b : a + b;
    end
endmodule
module mantissa_adder(input [23:0] max_man, input [23:0] shifted_man, input m, output [23:0] man_sum, output carry);
    adder add(max_man, shifted_man, m, man_sum, carry);
endmodule
module second_stage(
    input clk,
    input rst,
    input [7:0] max_ex,
    input [23:0] max_man,
    input [23:0] shifted_man,
    input m,
    output [7:0] max_exponent_out,
    output [23:0] mantissa_sum_out,
    output carry_out
);
    wire [23:0] mantissa_sum;
    wire carry;
    mantissa_adder man_sum(max_man, shifted_man, m, mantissa_sum, carry);
    dff_8bit max_exponent(clk, rst, max_ex, max_exponent_out);
    dff_24bit sum_mantissa(clk, rst, mantissa_sum, mantissa_sum_out);
    dff_1bit carry_o(clk, rst, carry, carry_out);
endmodule
module leading_zero_counter(input [23:0] num, output [7:0] count);
    assign count = (num[23] == 1) ? 0 :
                (num[22] == 1) ? 1 :
                (num[21] == 1) ? 2 :
                (num[20] == 1) ? 3 :
                (num[19] == 1) ? 4 :
                (num[18] == 1) ? 5 :
                (num[17] == 1) ? 6 :
                (num[16] == 1) ? 7 :
                (num[15] == 1) ? 8 :
                (num[14] == 1) ? 9 :
                (num[13] == 1) ? 10 :
                (num[12] == 1) ? 11 :
                (num[11] == 1) ? 12 :
                (num[10] == 1) ? 13 :
                (num[9] == 1) ? 14 :
                (num[8] == 1) ? 15 :
                (num[7] == 1) ? 16 :
                (num[6] == 1) ? 17 :
                (num[5] == 1) ? 18 :
                (num[4] == 1) ? 19 :
                (num[3] == 1) ? 20 :
                (num[2] == 1) ? 21 :
                (num[1] == 1) ? 22 :
                (num[0] == 1) ? 23 : 24;
endmodule
module left_shifter(input [23:0] num, input [7:0] amount, output [23:0] shifter_out);
    assign shifter_out = num << amount;
endmodule
module get_one(output [7:0] out);
    assign out = 8'b00000001;
endmodule
module third_stage(
    input clk,
    input rst,
    input [7:0] max_exponent,
    input [23:0] mantissa_sum,
    input carry,
    output [7:0] max_exponent_out,
    output [7:0] shift_count_out,
    output [23:0] shifted_mantissa_sum_out
);
    wire [7:0] count_of_zero;
    leading_zero_counter lzc(mantissa_sum, count_of_zero);
    wire [7:0] shift_count;
    wire [7:0] one;
    get_one o(one);
    assign shift_count = carry ? one : count_of_zero;
    wire [23:0] shifted_mantissa_sum;
    left_shifter shifter(mantissa_sum, shift_count, shifted_mantissa_sum);
    dff_8bit max_exp(clk, rst, max_exponent, max_exponent_out);
    dff_8bit count_zero(clk, rst, shift_count, shift_count_out);
    dff_24bit shift_mnt_sum(clk, rst, shifted_mantissa_sum, shifted_mantissa_sum_out);
endmodule
module exponent_adder(input [7:0] first_ex, input [7:0] second_ex, input carry, output [7:0] ex_sum);
    assign ex_sum = carry ? first_ex + second_ex : first_ex - second_ex;
endmodule
module number_modifier (
    input [23:0] inputNumber,
    output [22:0] outputNumber
);
    assign outputNumber = inputNumber[22:0];
endmodule
module fourth_stage(
    input clk,
    input rst,
    input [7:0] max_exponent,
    input [7:0] shift_amount,
    input [23:0] shifted_mantissa_sum,
    input carry,
    output [7:0] exponent_sum_out,
    output [22:0] shifted_mantissa_sum_out
);
    wire [7:0] exponent_sum;
    exponent_adder ex_sum(max_exponent, shift_amount, carry, exponent_sum);
    wire [22:0] bit_22_sum;
    number_modifier out(shifted_mantissa_sum, bit_22_sum);
    dff_8bit max_exp(clk, rst, exponent_sum, exponent_sum_out);
    dff_23bit shift_mnt_sum(clk, rst, bit_22_sum, shifted_mantissa_sum_out);
endmodule
module twos_complement (
    input signed [22:0] num,
    output signed [22:0] twos_comp
);
    wire [23:0] inverted_num;
    assign inverted_num = ~num;
    assign twos_comp = inverted_num + 1;
endmodule
module pipeline(
    input clk,
    input rst,
    input [22:0] a,
    input [7:0] p,
    input [22:0] b,
    input [7:0] q,
    input m,
    output [7:0] final_exponent,
    output [22:0] normal_mantissa_sum
);
    wire [7:0] max_ex1;
    wire [7:0] max_ex2;
    wire [7:0] max_ex3;
    wire [23:0] max_man;
    wire [23:0] shifted_man;
    wire [23:0] mantissa_sum;
    wire [7:0] shift_amount;
    wire [23:0] shifted_mantissa_sum;
    wire [22:0] a_dff;
    dff_23bit dffa(clk, rst, a, a_dff);
    wire [7:0] p_dff;
    dff_8bit dffp(clk, rst, p, p_dff);
    wire [22:0] b_dff, b_temp, b_comp;
    twos_complement twos_comp(b, b_comp);
    assign b_temp = m ? b_comp : b;
    dff_23bit dffb(clk, rst, b_temp, b_dff);
    wire [7:0] q_dff;
    dff_8bit dffq(clk, rst, q, q_dff);
    wire carry;
    first_stage s1(clk, rst, a_dff, p_dff, b_dff, q_dff, max_ex1, max_man, shifted_man);
    second_stage s2(clk, rst, max_ex1, max_man, shifted_man, m, max_ex2, mantissa_sum, carry);
    third_stage s3(clk, rst, max_ex2, mantissa_sum, carry, max_ex3, shift_amount, shifted_mantissa_sum);
    fourth_stage s4(clk, rst, max_ex3, shift_amount, shifted_mantissa_sum, carry, final_exponent, normal_mantissa_sum);
endmodule
</file>
==> flow_summary_export.csv <==
group,metric,value,unit
outcome,status,"complete, no violations",
hold_path,hold_class,"flip-flop to flip-flop",
clock_tree,cts_buffers,25,
run,max_cap_viol_count,0,
die,rows,55,
global_route,grt_pass1_vias,8739,
synthesis,edf_count,0,
pwr,power_density,123.9,nW/µm²
critical_path,path_class,"primary input to flip-flop",
die,dieArea,23940,µm²
die,pin_count,96,
synthesis,ys_seq_share,37.43,%
pwr,fin_total_pwr,1693,µW
clock_tree,post_cts_buffers,0,
final_timing,tns,0,ns
synthesis,mux_area_share,9.915,%
final_timing,rsz0062_at_grt,"no",
synthesis,ys_seq_elements,218,
global_route,antenna_found_initial,1,
global_route,grt_pass1_wl,43.59,mm
placed_design,place.gp.congestion,0.9470,
final_timing,hold_viol,0,
clock_tree,cts_tree,"yes",
clock_tree,clk_pin_slew,0.06,ns
synthesis,xor_area_share,5.752,%
route,drt-total-wl,26.55,mm
critical_path,required,22.61,ns
synthesis,synth_area,11660,µm²
pwr,peakVddDrop,0.05632,mV
critical_path,cp_max_fo,46,
final_layout,area_growth,17.19,%
placed_design,pre_cts_slack,13.75,ns
die,fp-utilization,51.19,%
pwr,leakage,0.005329,µW
final_timing,slew_viol_final,0,
route,dr.pass1.iters,5,
critical_path,cp-start-kind,"primary input",
synthesis,ys_sh_simple,19.94,%
global_route,grt-ovfl-total,0,
clock_tree,cts_buffer_depth,3,
synthesis,ys_sh_adder,5.945,%
synthesis,ys_types,77,
synthesis,ys_chip_area,11660,µm²
placed_design,portBuffers,95,
placed_design,dpl.hpwl,20.07,mm
synthesis,avgSynthCellArea,8.793,µm²
final_layout,stdcell_count,1729,
route,drc,0,
route,drt_iter0_drc,362,
synthesis,top_cell_area_share,37.43,%
clock_tree,cts.sinks,218,
critical_path,cp-end-kind,"flip-flop",
synthesis,aoi_share,16.42,%
final_timing,skew,0.01468,ns
final_timing,fmax,0.1269,GHz
run,warning_count,32,
route,via_per_inst,5.425,
final_timing,max_slew_margin,40.69,%
final_timing,fin_crit_sh,35.50,%
synthesis,synthesis.instances,1326,
global_route,grt_use_total,23.43,%
synthesis,ys.flop_type,"dfxtp_1",
die,core-area,22780,µm²
synthesis,yosysWarnings,6,
route,n_antenna_cell,0,
final_layout,drive_gt1_share,7.768,%
global_route,grt_max_degree,81,
clock_tree,worstSkewPairLatency,0.53,ns
final_timing,period_minus_slack,7.882,ns
synthesis,yosysMostFrequentCell,"dfxtp_1",
synthesis,area_leaders,"dfxtp_1 37%, ha_1 5.3%, nor2b_1 5.0%",
clock_tree,cts_resized,0,
placed_design,place_inst,1684,
critical_path,crit_arrival,8.29,ns
final_timing,layout_setup_ws,14.32,ns
clock_tree,cts_hold_buf,0,
route,drtAntennaViolNets,0,
die,die_x,154.7,µm
synthesis,async_flop_share,0,%
final_timing,tightest_slew,0.8844,ns
synthesis,largest_area_cell,"dfxtp_1",
clock_tree,htreeDepth,1,
synthesis,ys_cells,1326,
route,wl_per_cell,15.36,µm
synthesis,topCombFamilyByArea,"simple AND/OR/NAND/NOR gates",
die,dieHeight,154.7,µm
clock_tree,ctsRootBufferMaster,"clkbuf_16",
synthesis,yosys-top-cells-count,"218 x dfxtp_1, 131 x nand2_1, 131 x nor2_1, 94 x nor2b_1, 93 x a21oi_1",
route,vias,9379,
final_timing,setup_viol,0,
## report_power, final
group,internal (µW),switching (µW)
Combinational,316,461
Clock,262,160
Sequential,452,41.3
Total,1030,662
## final timing paths
| kind | from | end | slack, ns | depth (start not counted) |
|---|---|---|---|---|
| setup / recovery | m | s2.sum_mantissa.out[23] | 14.32 | 13 |
| hold / removal | s2.max_exponent.out[6] | s3.max_exp.out[6] | 0.43 | 1 |
| setup reg to reg | dffp.out[4] | s1.shift_mnt.out[1] | 17.82 | 11 |
| hold reg to reg | s2.max_exponent.out[6] | s3.max_exp.out[6] | 0.43 | 1 |
## routing by layer
| metal | GRT usage (%) | vias up | routed length [µm] |
|---|---|---|---|
| li1 | - | 4842 | - |
| met1 | 31.75 | 4261 | 11750 |
| met2 | 39.22 | 211 | 12780 |
| met3 | 3.196 | 65 | 1022 |
| met4 | 8.439 | 0 | 1005 |
| met5 | 0 | - | 0 |
## state kept, by name, indices dropped and copies added, names as in the netlist
signal,cells
s1.max_mnt.out,24
dffp.out,8
s3.count_zero.out,5
s2.carry_o.out,1
s1.shift_mnt.out,24
s4.shift_mnt_sum.out,23
s2.sum_mantissa.out,24
s4.max_exp.out,8
s2.max_exponent.out,8
s1.max_ex.out,8
s3.shift_mnt_sum.out,23
dffa.out,23
dffq.out,8
s3.max_exp.out,8
dffb.out,23
## critical path, cell delays in order
cell             delay [ns]
clkdlybuf4s50_1        0.45
buf_4                  0.39
mux2i_1                0.36
ha_1                   0.28
nor2b_1                0.12
o21ai_0                0.19
a21boi_0               0.20
o311ai_0               0.53
a31oi_1                0.24
o31a_1                 0.35
o211ai_1               0.28
o21ai_0                0.15
mux2_2                 0.28
## cell usage in the layout, fill, tap and decap left out, drive strengths merged, types with 5 or more instances in the layout
cell type / Yosys / routed
clkbuf: 42 / 31
nand2b: 7 / 7
nor3b: 5 / 5
dfxtp: 218 / 218
o21ai: 42 / 42
nor3: 42 / 42
nand2: 132 / 132
a22oi: 7 / 7
mux2i: 59 / 59
or2: 5 / 5
a31oi: 18 / 18
mux2: 8 / 8
mux4: 20 / 20
inv: 54 / 58
o21a: 7 / 7
nor4: 16 / 16
o22ai: 9 / 9
a211oi: 25 / 25
or3: 8 / 8
xnor2: 42 / 42
o31ai: 14 / 14
nand4: 5 / 5
clkdlybuf4s50: 0 / 94
a21o: 12 / 12
o21bai: 9 / 9
o311ai: 5 / 5
nor2: 133 / 133
ha: 49 / 49
nand3b: 5 / 5
xor2: 32 / 32
buf: 24 / 17
nand3: 19 / 19
a311oi: 11 / 11
nor2b: 94 / 94
a21oi: 94 / 94
## cells by family (layout without fill, tap and decap cells)
family | count (synthesis) | in the layout
mux | 87 | 87
fa+ha+maj | 53 | 53
buf+inv | 120 | 210
compound gates | 290 | 290
flops | 218 | 218
xor+xnor | 74 | 74
simple gates | 484 | 484
## metrics by stage
step	utilization (%)	cell area, µm²	hold WS [ns]
detailed placement	56.18	12800	0.4212
floorplan	-	11660	0.4138
global placement	56.18	12800	0.4167
CTS	59.99	13660	0.4349
global route	59.99	13660	0.4504
finish	59.99	13660	0.4309
## cell type report
| type | instances | area, µm² |
|---|---|---|
| Fill cell | 2039 | 9114 |
| Multi-Input combinational cell | 988 | 6769 |
| Sequential cell | 218 | 4364 |
| Timing Repair Buffer | 111 | 1069 |
| Clock buffer | 31 | 668.1 |
| Tap cell | 313 | 391.6 |
| Inverter | 54 | 202.7 |
| Clock inverter | 14 | 200.2 |
No activity file was given, so power comes from the tool's default toggle rates.
