**./design.v**
```verilog
module mux8to1(
    input S0,
    input S1,
    input S2,
    input D0,
    input D1,
    input D2,
    input D3,
    input D4,
    input D5,
    input D6,
    input D7,
    output out);
    wire T1, T2, T3, T4, T5, T6, T7, T8, T9, T10, T11;
    not(T1, S0);
    not(T2, S1);
    not(T3, S2);
    and(T4, D0, T1, T2, T3), (T5, D1, S0, T2, T3);
    and(T6, D2, T1, S1, T3), (T7, D3, S0, S1, T3);
    and(T8, D4, T1, T2, S2), (T9, D5, S0, T2, S2);
    and(T10, D6, T1, S1, S2), (T11, D7, S0, S1, S2);
    or(out, T4, T5, T6, T7, T8, T9, T10, T11);
endmodule
module bus(
    input wire [7:0] a,
    input wire [7:0] b,
    input wire [7:0] c,
    input wire [7:0] d,
    input wire [7:0] e,
    input wire [7:0] f,
    input S0,
    input S1,
    input S2,
    output wire [7:0] out);
    mux8to1 m1(
        .S0(S0),
        .S1(S1),
        .S2(S2),
        .D0(a[0]),
        .D1(b[0]),
        .D2(c[0]),
        .D3(d[0]),
        .D4(e[0]),
        .D5(f[0]),
        .D6(1'bx),
        .D7(1'bx),
        .out(out[0]));
    mux8to1 m2(
        .S0(S0),
        .S1(S1),
        .S2(S2),
        .D0(a[1]),
        .D1(b[1]),
        .D2(c[1]),
        .D3(d[1]),
        .D4(e[1]),
        .D5(f[1]),
        .D6(1'bx),
        .D7(1'bx),
        .out(out[1]));
    mux8to1 m3(
        .S0(S0),
        .S1(S1),
        .S2(S2),
        .D0(a[2]),
        .D1(b[2]),
        .D2(c[2]),
        .D3(d[2]),
        .D4(e[2]),
        .D5(f[2]),
        .D6(1'bx),
        .D7(1'bx),
        .out(out[2]));
    mux8to1 m4(
        .S0(S0),
        .S1(S1),
        .S2(S2),
        .D0(a[3]),
        .D1(b[3]),
        .D2(c[3]),
        .D3(d[3]),
        .D4(e[3]),
        .D5(f[3]),
        .D6(1'bx),
        .D7(1'bx),
        .out(out[3]));
    mux8to1 m5(
        .S0(S0),
        .S1(S1),
        .S2(S2),
        .D0(a[4]),
        .D1(b[4]),
        .D2(c[4]),
        .D3(d[4]),
        .D4(e[4]),
        .D5(f[4]),
        .D6(1'bx),
        .D7(1'bx),
        .out(out[4]));
    mux8to1 m6(
        .S0(S0),
        .S1(S1),
        .S2(S2),
        .D0(a[5]),
        .D1(b[5]),
        .D2(c[5]),
        .D3(d[5]),
        .D4(e[5]),
        .D5(f[5]),
        .D6(1'bx),
        .D7(1'bx),
        .out(out[5]));
    mux8to1 m7(
        .S0(S0),
        .S1(S1),
        .S2(S2),
        .D0(a[6]),
        .D1(b[6]),
        .D2(c[6]),
        .D3(d[6]),
        .D4(e[6]),
        .D5(f[6]),
        .D6(1'bx),
        .D7(1'bx),
        .out(out[6]));
    mux8to1 m8(
        .S0(S0),
        .S1(S1),
        .S2(S2),
        .D0(a[7]),
        .D1(b[7]),
        .D2(c[7]),
        .D3(d[7]),
        .D4(e[7]),
        .D5(f[7]),
        .D6(1'bx),
        .D7(1'bx),
        .out(out[7]));
endmodule
```
**./run.sh**
```bash
#!/bin/bash
# OpenROAD 26Q1-2900-gdf79404cd8, Yosys 0.63+post, stock flow scripts
make -C /OpenROAD-flow-scripts/flow DESIGN_CONFIG=/design/flow/config.mk WORK_HOME=/design/flow/orfs finish
```
**./config.mk**
```make
export PLATFORM = sky130hd
export DESIGN_NAME = bus
export DESIGN_NICKNAME = bus
export VERILOG_FILES = /design/flow/design.v
export SDC_FILE = /design/flow/constraint.sdc
export NUM_CORES = 4
export LEC_CHECK = 1
export CORE_AREA = 10 10 70 70
export DIE_AREA = 0 0 80 80
```
**./constraint.sdc**
```tcl
current_design bus

set clk_period 1.2
set clk_io_pct 0.2

create_clock -name clk0 -period $clk_period

set non_clock_inputs [all_inputs -no_clocks]
set_input_delay [expr $clk_period * $clk_io_pct] -clock clk0 $non_clock_inputs
set_output_delay [expr $clk_period * $clk_io_pct] -clock clk0 [all_outputs]
```
==> flow_summary.json <==
{
  "timing.final.crit_share_pct": 110,
  "grt_pass1_wl_mm": 3.66,
  "arrival_ns": 1.08,
  "synth.yosys.chip_area_um2": 495,
  "total_tool_warning_count": 35,
  "violation_tally_from_detailed_route_iteration_zero": 6,
  "fmax_mhz": 757,
  "yosys-dominant-comb-family": "multiplexers",
  "layout_top_cells": "dlygate4sd2_1, mux2i_1, clkdlybuf4s50_1",
  "seq_cells": 0,
  "final.hold.worst_slack_ns": 1.01,
  "std_cell_rows": 21,
  "die.size.x_um": 80,
  "seqPwrFrac_pct": 0,
  "layout.clock_buffers": 0,
  "area_delta_synth_final_pct": 126,
  "synth.cellmix.simpleShare_pct": 3.03,
  "post_cts_hold_buffer_count": 0,
  "port_buffers": 59,
  "layout-drive-gt1-share_pct": 25.2,
  "comb_power_share_pct": 100.0,
  "grt_overflow": 0,
  "synthDominantCellAreaShare_pct": 48.5,
  "synth_adder_area_share_pct": 0,
  "synth_stat.cells": 56,
  "floorplan.core_util_pct": 14.5,
  "detail_route.wl_per_cell_um": 15.3,
  "shortest_clock_period_the_worst_path_allows_after_layout_ns": 1.32,
  "detail_route.wirelength_mm": 2.40,
  "worst_pin_slew_ns": 0.190,
  "synth.mux.area_fraction_pct": 48.5,
  "hold_depth": 4,
  "yosys-top-cells-area": "mux2i_1, o32a_1, buf_4",
  "holdCritStartpoint": "S2",
  "core_region_area_um2": 3420,
  "path_class": "in -> out",
  "num_antenna_cells": 0,
  "timing.critical_path.from": "S1",
  "p_sw_uw": 115,
  "flop_area_um2": 0,
  "synthAoiAreaFrac_pct": 25.0,
  "synth.lib_cells_used.distinct": 11,
  "holdCritPathClass": "in -> out",
  "drc_errors": 0,
  "portion_of_the_post_synthesis_area_used_by_sequential_elements_pct": 0,
  "dieArea_um2": 6400,
  "worst_ep_required_time_ns": 0.96,
  "routabilityCongestion": 0.810,
  "pin_count_of_the_biggest_net_entering_global_routing": 9,
  "power_frac_clock_pct": 0,
  "hold_violations": 0,
  "violated_checks": "setup timing",
  "worst_slew_margin_rel_pct": 87.1,
  "dr.pass1.iters": 2,
  "filler_cell_count": 386,
  "layout_top_cell_excl_fill_tap": "dlygate4sd2_1",
  "io_pins": 59,
  "irDropWorstVdd_v": 0.000118,
  "grt_antenna_before_repair": 0,
  "internal_power_uw": 242,
  "die_height_um": 80,
  "netlist.top_cell.by_area": "mux2i_1",
  "post_drt_via_cell_ratio": 4.04,
  "final.setup.worst_slack_ns": -0.121,
  "hpwlAfterDp_mm": 2.08,
  "drtAntennaViolNets": 0,
  "post_synth_inst_count": 56,
  "synth-xor-area-share_pct": 0,
  "synthesis.yosys.warnings": 0,
  "proportion_of_total_power_due_to_net_switching_pct": 32.2,
  "crit_path_max_fanout": 6,
  "static_leakage_uw": 0.000529,
  "grt_pass1_vias": 737,
  "syn_avg_cell_area_um2": 8.85,
  "grtUsageTotal_pct": 7.07,
  "syn-cell-area_um2": 495,
  "critical_path_startpoint_category": "input pin",
  "cap_viol_max_count": 0,
  "outcome": "finished, violations left",
  "p_per_area_nw_per_um2": 319,
  "drv_slew": 0,
  "via_count": 634,
  "finish.utilization_pct": 32.8,
  "timing.final.setup_violations": 8,
  "worstSetupEndpointType": "output port",
  "rsz0062_at_grt": "yes"
}
==> cells in the mapped netlist <==
cell and count:
mux2i_1 24, buf_4 10, o32a_1 8, o21ai_0 6, buf_2 2, buf_12 1
buf_6 1, nand2b_1 1, nand2b_2 1, o21ai_1 1, o21ai_2 1
==> critical path, stage by stage <==
cell,delay [ns]
buf_6,0.10
buf_6,0.12
mux2i_2,0.15
o32a_1,0.28
o21ai_1,0.07
buf_2,0.12
==> kinds of logic (layout without fill, tap and decap cells) <==
logic type,count (synthesis),count (layout)
compound gates,16,16
buf+inv,14,69
mux,24,24
simple gates,2,2
==> per-stage QoR <==
step           area (um2)  setup WS (ns)  cells  power [uW]  setup TNS, ns
6_report             1120         -0.121    157         357         -0.727
5_1_grt              1120         -0.162    157         391          -1.15
4_1_cts              1120         -0.150    158         363          -1.07
3_5_place_dp         1090         -0.930    154         376          -7.20
3_3_place_gp         1090         -0.951    154         375          -7.18
2_1_floorplan         522        -0.0782     56         172         -0.289
==> power groups by stage <==
stage / Sequential [uW] / Combinational [uW] / Clock, uW
after global routing: 0 / 391 / 0
final: 0 / 357 / 0
after CTS: 0 / 363 / 0
==> per-layer routing <==
metal | wire [um] | GRT usage, %
met1 | 1030 | 8.53
met2 | 1160 | 12.5
met3 | 209 | 2.39
met4 | 0 | 0
met5 | 0 | 0
==> area by class of cell <==
class / count / area, um2 / area share (%)
Multi-Input combinational cell: 42 / 410 / 36.6
Timing Repair Buffer: 69 / 652 / 58.2
Tap cell: 46 / 57.6 / 5.14
==> path summary, 6_finish.rpt <==
kind,slack (ns),to
max,-0.12,out[5]
min,1.01,out[0]
==> timing repair <==
item | 4_1_cts | 5_1_grt
resized | 88 | 2
pin swaps | 8 | 8
buffers inserted | 2 | 0
setup endpoints to repair | 8 | 8
cloned | 2 | 0
No activity file was given, so power comes from the tool's default toggle rates.
